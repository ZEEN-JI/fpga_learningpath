<file path="flow/config.mk">
export PLATFORM = sky130hd
export DESIGN_NAME = Di_wave
export DESIGN_NICKNAME = Di_wave
export VERILOG_FILES = /design/flow/design.v
export SDC_FILE = /design/flow/constraint.sdc
export NUM_CORES = 4
export LEC_CHECK = 1
export CORE_AREA = 10 10 70 70
export DIE_AREA = 0 0 80 80
</file>
<file path="flow/constraint.sdc">
current_design Di_wave

set clk_period 1.4
set clk_io_pct 0.2

create_clock -name clk0 -period $clk_period [get_ports {sclk_i}]

set non_clock_inputs [all_inputs -no_clocks]
set_input_delay [expr $clk_period * $clk_io_pct] -clock clk0 $non_clock_inputs
set_output_delay [expr $clk_period * $clk_io_pct] -clock clk0 [all_outputs]
</file>
<file path="flow/run.sh">
#!/bin/bash
# OpenROAD 26Q1-2900-gdf79404cd8, Yosys 0.63+post, stock flow scripts
make -C /OpenROAD-flow-scripts/flow DESIGN_CONFIG=/design/flow/config.mk WORK_HOME=/design/flow/orfs finish
</file>
<file path="flow/design.v">
module Di_wave(
	input wire sclk_i,rst_n_i,
	input wire [7:0]	cnt_w_i,
	output wire waveo1,waveo2
);
reg o1,o2;
reg [7:0] cin;
reg [3:0] o2_flag;
assign waveo1 = o1;
assign waveo2 = o2;
always @(posedge sclk_i or negedge rst_n_i)
	if(rst_n_i == 1'b0)
		o1 <= 1'b0;
	else if (cnt_w_i == 8'd63)
		o1 <= 1'b1;
	else
		o1 <= 1'b0;
always @(posedge sclk_i or negedge rst_n_i)
	if(rst_n_i == 1'b0)
		begin
			o2 <= 1'b0;
			o2_flag <= 4'd0;
		end
	else if(o2_flag == 4'd3 && cnt_w_i == 8'd63)
		begin
			o2 <= 1'b1;
			o2_flag <= 4'd0;
		end
	else if(cnt_w_i == 8'd63 && o2_flag < 4'd3)
		begin
			o2_flag <= o2_flag + 1'b1;
			o2 <= 1'b0;
		end
	else
		o2 <= 1'b0;
endmodule
</file>
==> run notes <==
flow finished, numbers: status=finished clean, HP Class=input pin to asynchronous set/reset pin, syn avg cell area=15.82 um^2, placed cells=72, Cell Area, Placed=429.2 um^2, drt wl/cell=8.211 um, Period minus WS final=1.305 ns, Worst slew margin=0.7966, Antenna Diode Count=0, CP required=1.12 ns, share of cells above drive strength 1=0.2667, Final period util=0.9324, WL final=624 um, via count=181, clock tree buffer depth=2, total track usage=0.02280, unrepaired setup endpoints after global routing=no, nature of the critical path startpoint=flip-flop, global-route wire length before repair=1104 um, Worst setup EP type=output pin, Synth flops=6, fin cells=76, register area share after synthesis=0.5581, cells in synth_stat.txt=17, IO Port Bufs=11, DRC=0, vias in the first global route=216, chip area=6400 um^2, fmax=0.7661 GHz, Cell variety after synth=9, gpl congestion=0.7529, I/O pin total=12, Die X=80 um, layout overhead on the synthesized area=72.56%, Slew Viols, Final=0, final instance area=464.2 um^2, Max FO, Critical Path=1, CP Cell Sequence=clkdlybuf4s50_1, Final setup viols=0, Slowest-stage cell, CP=clkdlybuf4s50_1, Leak=0.2196 nW, fp util=0.07875, PnR worst setup slack=0.09463 ns, die height=80 um, worst endpoint data arrival time=1.03 ns, worst slew pin tran=0.3028 ns, remaining global-route overflow=0, clock sink count=6, core area=3416 um^2, CTS root buffer=clkbuf_4, row cnt=21, maximum VDD drop=214.3 uV, total CTS buffers=3, Syn Inst Count=17, H-tree Lvls=1, clock-pin slew on the worst setup and hold paths=0.05 ns, via/cell ratio=2.382, CTS tree=built, Critical Setup Path Class=flip-flop to output pin, Top delay family on crit path=buffers and inverters, DP Wirelength=504.2 um, max-cap viol count=0, CP peak stage delay=0.47 ns, clk ins delay skew pair=0.25 ns, setup slack at placement=-0.3076 ns, post-route ant nets=0, Pwr per Cell Area=827.7 nW/um^2, Yosys chip area=269.0 um^2, largest net degree at the start of global routing=7, power consumption=0.0003842 W, initial antenna violation count=0, total tool warning count=25, Buf+Inv Stages, Crit Path=1, Final Hold Fails=0, Post-Syn Area=269.0 um^2, clk_skew=0.008613 ns, initial DRC count=2, Yosys warnings=1, first drt pass iteration count=2, FILL cells=388
-- timing repair --
item | in CTS | in global routing
buffers inserted | 0 | 1
gates resized | 4 | 4
pin swaps | 2 | 2
hold buffers | 0 | 0
endpoints found under the setup margin | 2 | 2
-- worst paths after layout --
kind	start	end	slack (ns)	cells past startpoint
max in group asynchronous	rst_n_i	o2_flag[1]$_DFFE_PN0P_	0.90	1
setup / recovery	o1$_DFF_PN0_	waveo1	0.09	1
hold reg to reg	o2_flag[2]$_DFFE_PN0P_	o2_flag[2]$_DFFE_PN0P_	0.43	0
setup reg to reg	o2_flag[2]$_DFFE_PN0P_	o2_flag[1]$_DFFE_PN0P_	0.19	2
min in group clk0	o2_flag[2]$_DFFE_PN0P_	o2_flag[2]$_DFFE_PN0P_	0.43	0
hold / removal	rst_n_i	o1$_DFF_PN0_	0.28	1
-- report_power, final --
group	switching (W)	leakage [nW]	internal, W
registers	0.00000352	0.0831	0.000179
clock network	0.0000620	0.0138	0.0000969
logic	0.0000134	0.123	0.0000296
total	0.0000790	0.220	0.000305
-- layer usage --
metal	up-vias	share of wire	track usage
met5	-	0	0
met4	0	0	0.003521
met3	0	0.27	0.02841
met2	15	0.30	0.02568
met1	80	0.43	0.02628
li1	86	-	-
-- cells in the mapped netlist, drive strengths merged --
cell type,n,share of area
nor2,2,0.028
nand4bb,1,0.10
ha,1,0.047
dfrtp,6,0.56
mux2,2,0.11
clkbuf,2,0.028
nand4,1,0.023
nor4,1,0.079
and2,1,0.023
-- stage by stage --
stage	hold WS, ns	setup TNS, ns	util
5_1_grt	0.2901	0	0.1359
6_report	0.2757	0	0.1359
3_5_place_dp	0.4269	-0.7128	0.1256
3_3_place_gp	0.4202	-0.6447	0.1256
4_1_cts	0.2796	0	0.1308
2_1_floorplan	-0.01559	0	-
-- area by class of cell --
cell class                      count  area, um^2  share of cell area
Multi-Input combinational cell      9       111.4              0.2399
Timing Repair Buffer               12       122.6              0.2642
Tap cell                           46       57.56              0.1240
Clock buffer                        3       22.52             0.04852
Sequential cell                     6       150.1              0.3235
-- cell usage in the layout (no fill, tap or decap) --
cell | synthesis | layout
dlymetal6s2s_1 | 0 | 4
buf_4 | 0 | 1
nand4_1 | 1 | 1
clkbuf_4 | 0 | 3
dlygate4sd2_1 | 0 | 4
ha_1 | 1 | 1
nor2_1 | 2 | 2
dfrtp_1 | 6 | 6
clkdlybuf4s50_1 | 0 | 3
mux2_4 | 2 | 2
nand4bb_4 | 1 | 1
nor4_4 | 1 | 1
and2_1 | 1 | 1
-- registers in the layout (all words and copies together) (netlist names) --
name and flops:
o2_flag 4, o1 1, o2 1
-- cells by family (layout without fill, tap and decap cells) --
logic type / count (synthesis) / in the layout / share of synthesized area
flip-flops: 6 / 6 / 0.5581
AND/OR/NAND/NOR: 6 / 6 / 0.2559
multiplexers: 2 / 2 / 0.1116
buffers and inverters: 2 / 15 / 0.02792
adder cells (fa/ha/maj): 1 / 1 / 0.04650
-- worst register-to-register path: cells and delay by family, from the launching register on --
| family | cells | cell delay, ns |
|---|---|---|
| AND/OR/NAND/NOR | 1 | 0.36 |
| multiplexers | 1 | 0.33 |
| flip-flops | 1 | 0.40 |
Power figures rest on the tool's default switching activity, not on a simulated workload.
