--- flow/run.sh ---
#!/bin/bash
# OpenROAD 26Q1-2900-gdf79404cd8, Yosys 0.63+post, stock flow scripts
make -C /OpenROAD-flow-scripts/flow DESIGN_CONFIG=/design/flow/config.mk WORK_HOME=/design/flow/orfs finish
--- flow/config.mk ---
export PLATFORM = sky130hd
export DESIGN_NAME = top
export DESIGN_NICKNAME = top
export VERILOG_FILES = /design/flow/design.v
export SDC_FILE = /design/flow/constraint.sdc
export NUM_CORES = 4
export LEC_CHECK = 1
export CORE_AREA = 10 10 81 81
export DIE_AREA = 0 0 91 91
--- flow/constraint.sdc ---
current_design top

set clk_period 3.4
set clk_io_pct 0.2

create_clock -name clk0 -period $clk_period [get_ports {sclk_i}]

set non_clock_inputs [all_inputs -no_clocks]
set_input_delay [expr $clk_period * $clk_io_pct] -clock clk0 $non_clock_inputs
set_output_delay [expr $clk_period * $clk_io_pct] -clock clk0 [all_outputs]
--- flow/design.v ---
module ex_cnt(
	input	wire	sclk,
	input wire	rst_n,
	output	wire	[7:0]	cnt_w
);
reg	[7:0]	cnt;
reg	ctrl_flag;
assign cnt_w = cnt;
always @(posedge sclk or negedge rst_n)  
	if(rst_n == 1'b0)
		cnt<= 1'b0;
	else if (ctrl_flag == 1'b0 && cnt!=8'd255)
		cnt <= cnt + 1'b1;
	else if(cnt != 8'd0)
		cnt <= cnt - 1'b1;
always @(posedge sclk or negedge rst_n)
	if(rst_n == 1'b0)
		ctrl_flag <= 1'b0;
	else if((|cnt)==1'd0)
		ctrl_flag <= 1'b0;
	else if((&cnt) == 1'b1)
		ctrl_flag <= 1'b1;
endmodule
module top(
	input wire	sclk_i,
	input wire	rst_n_i,
	output	wire [7:0]	cnt_o
);
ex_cnt ex_cnt_inst(
	.sclk		(sclk_i),
	.rst_n	(rst_n_i),
	.cnt_w	(cnt_o)
);
endmodule
==> flow_summary.html <==
<!-- implementation run metrics -->
<table>
<tr><th>Metric</th><th>Value</th></tr>
<tr><th colspan="2">Outcome</th></tr>
<tr><td>Outcome</td><td>finished clean</td></tr>
<tr><th colspan="2">Floorplanning</th></tr>
<tr><td>Ports placed on the boundary</td><td>10</td></tr>
<tr><td>Floorplan-stage core utilization</td><td>0.121</td></tr>
<tr><td>Chip Footprint</td><td>roughly 8300 um^2</td></tr>
<tr><td>Std-Cell Rows</td><td>25</td></tr>
<tr><td>Die outline width</td><td>between 90 and 100 um</td></tr>
<tr><td>Height of the die</td><td>just over 90 um</td></tr>
<tr><td>Area of the core</td><td>4820 um^2</td></tr>
<tr><th colspan="2">Drt</th></tr>
<tr><td>Via density per instance</td><td>roughly 3.4</td></tr>
<tr><td>Ant diodes</td><td>0</td></tr>
<tr><td>Average wire per cell in the routed design</td><td>8.71 um</td></tr>
<tr><td>Post-Route WL</td><td>1190 um</td></tr>
<tr><td>Via Count</td><td>about 470</td></tr>
<tr><td>DR pass1 iterations</td><td>4</td></tr>
<tr><td>Iteration-0 DRC Markers</td><td>28</td></tr>
<tr><td>Antenna viol nets, final</td><td>0</td></tr>
<tr><td>DRC violations left</td><td>0</td></tr>
<tr><th colspan="2">Timing</th></tr>
<tr><td>Final Setup Violations</td><td>0</td></tr>
<tr><td>Post-Route Hold Slack</td><td>0.511 ns</td></tr>
<tr><td>Final critical-path setup slack</td><td>approximately 1.1 ns</td></tr>
<tr><td>Setup skew after layout</td><td>~0.0031 ns</td></tr>
<tr><td>Accumulated negative setup slack</td><td>0 ns</td></tr>
<tr><td>Slew HR</td><td>0.696</td></tr>
<tr><td>Setup repair after global routing missed its margin</td><td>no</td></tr>
<tr><td>Post-layout min period</td><td>approximately 2.3 ns</td></tr>
<tr><td>Final Max Tran Viols</td><td>0</td></tr>
<tr><td>Number of hold violations in the final report</td><td>0</td></tr>
<tr><td>Worst Max-Slew Pin Slew</td><td>between 0.4 and 0.5 ns</td></tr>
<tr><td>Period utilization</td><td>0.668</td></tr>
<tr><td>Maximum achievable frequency</td><td>about 440 MHz</td></tr>
<tr><th colspan="2">Final layout</th></tr>
<tr><td>Footprint of the multi-input gates</td><td>around 350 um^2</td></tr>
<tr><td>Post-route design area</td><td>between 800 and 900 um^2</td></tr>
<tr><td>Area used by sequential logic in the layout</td><td>between 200 and 250 um^2</td></tr>
<tr><td>Growth of design area from synthesis to finish</td><td>37.5%</td></tr>
<tr><td>Share of final-layout standard cells stronger than drive strength 1</td><td>0.114</td></tr>
<tr><td>Number of filler instances in the final layout</td><td>approximately 550</td></tr>
<tr><td>Most frequent logic cells in the routed design</td><td>sky130_fd_sc_hd__dfrtp_1 (9), sky130_fd_sc_hd__clkdlybuf4s50_1 (9), sky130_fd_sc_hd__ha_1 (6)</td></tr>
<tr><th colspan="2">Critical path</th></tr>
<tr><td>Timing startpoint of the critical path</td><td>ex_cnt_inst.cnt[0]</td></tr>
<tr><td>Minimum setup slack among reg-to-reg paths</td><td>roughly 1.1 ns</td></tr>
<tr><td>Type of origin of the critical path</td><td>register</td></tr>
<tr><td>Depth of the worst register-to-register path</td><td>8</td></tr>
<tr><td>Critical Path Slowest Stage Cell</td><td>sky130_fd_sc_hd__dfrtp_1</td></tr>
<tr><td>Required time of the critical path</td><td>3.55 ns</td></tr>
<tr><td>Largest fanout of any net on the critical path</td><td>10</td></tr>
<tr><td>Kind of cell adding the most delay to the critical path</td><td>AND-OR/OR-AND gates</td></tr>
<tr><td>Type of element capturing the critical path</td><td>register</td></tr>
<tr><td>Timing endpoint of the critical path</td><td>ex_cnt_inst.cnt[7]</td></tr>
<tr><td>Delay of the slowest cell on the worst path</td><td>between 0.4 and 0.5 ns</td></tr>
<tr><td>Worst setup path class</td><td>reg2reg</td></tr>
<tr><td>Data arrival, critical path</td><td>2.43 ns</td></tr>
<tr><td>Series of cell instances along the critical path</td><td>nand4_1 &gt; o21bai_2 &gt; ha_1 &gt; o211ai_1 &gt; o21a_2 &gt; o21ai_2 &gt; mux2i_1 &gt; xor2_1</td></tr>
<tr><td>Start of the worst register-to-register path</td><td>ex_cnt_inst.cnt[0]</td></tr>
<tr><td>Endpoint of the most critical register-to-register path</td><td>ex_cnt_inst.cnt[7]</td></tr>
<tr><td>Total buffers and inverters traversed by the critical path</td><td>0</td></tr>
<tr><td>CP Depth</td><td>8</td></tr>
<tr><th colspan="2">Global routing</th></tr>
<tr><td>Number of antenna violations at the first check in global routing</td><td>0</td></tr>
<tr><td>Total routing resource utilization after global routing</td><td>0.0290</td></tr>
<tr><td>Maximum number of pins on one net before global-route repair</td><td>11</td></tr>
<tr><td>Residual overflow from global routing</td><td>0</td></tr>
<tr><td>First-pass GRT wire length</td><td>between 2000 and 2500 um</td></tr>
<tr><td>Via count of the first global-routing pass</td><td>about 440</td></tr>
<tr><th colspan="2">Synthesis</th></tr>
<tr><td>Post-synth top area cell</td><td>sky130_fd_sc_hd__dfrtp_1</td></tr>
<tr><td>Proportion of synthesized chip area in sequential cells</td><td>0.385</td></tr>
<tr><td>Mean instance size in the synthesized netlist</td><td>slightly above 10 um^2</td></tr>
<tr><td>Synthesized chip area reported by yosys</td><td>584 um^2</td></tr>
<tr><td>Warning count from the yosys run</td><td>1</td></tr>
<tr><td>Area contributors post-synth</td><td>sky130_fd_sc_hd__dfrtp_1 (39%), sky130_fd_sc_hd__ha_1 (13%), sky130_fd_sc_hd__xor2_1 (6.0%)</td></tr>
<tr><td>Summed instance area of the synthesized netlist</td><td>around 580 um^2</td></tr>
<tr><td>Number of cells produced by synthesis</td><td>between 50 and 60</td></tr>
<tr><td>Synthesized flop and latch total</td><td>9</td></tr>
<tr><td>Cell count listed in synth_stat.txt</td><td>57</td></tr>
<tr><td>Distinct cells, synth</td><td>25</td></tr>
<tr><td>Yosys top cell area share</td><td>0.385</td></tr>
<tr><th colspan="2">Clocking</th></tr>
<tr><td>Clock transition at path regs</td><td>approximately 0.050 ns</td></tr>
<tr><td>Clock H-tree levels</td><td>1</td></tr>
<tr><td>Clock latency reported for the late side of the worst-skew pair</td><td>between 0.2 and 0.25 ns</td></tr>
<tr><td>CTS tree</td><td>built</td></tr>
<tr><td>Maximum number of buffers from clock root to sink</td><td>2</td></tr>
<tr><td>Clk Tree Root Cell</td><td>sky130_fd_sc_hd__clkbuf_8</td></tr>
<tr><td>Cells resized by post-CTS repair</td><td>0</td></tr>
<tr><td>Clock sink total</td><td>9</td></tr>
<tr><td>CTS buffer count</td><td>3</td></tr>
<tr><td>Hold_buf cts</td><td>0</td></tr>
<tr><td># Post-CTS Setup Buffers</td><td>0</td></tr>
<tr><th colspan="2">Job</th></tr>
<tr><td>Max-cap check violation count</td><td>0</td></tr>
<tr><td>Tool Warnings</td><td>25</td></tr>
<tr><th colspan="2">Placement</th></tr>
<tr><td>Placed wire-length estimate</td><td>906 um</td></tr>
<tr><td># port buffers</td><td>9</td></tr>
<tr><td>Post-Place Setup Slack</td><td>roughly 1.1 ns</td></tr>
<tr><td>Post-DP Area</td><td>around 760 um^2</td></tr>
<tr><td>Gp weighted congestion</td><td>0.759</td></tr>
<tr><th colspan="2">Power</th></tr>
<tr><td>PwrDens</td><td>between 200 and 300 nW/um^2</td></tr>
<tr><td>Worst VDD drop</td><td>between 0.09 and 0.1 mV</td></tr>
<tr><td>LEAKAGE</td><td>about 0.00035 uW</td></tr>
<tr><th colspan="2">Hold path</th></tr>
<tr><td>Tightest Hold Check Type</td><td>reg2reg</td></tr>
</table>
## stage by stage
| step | util | std cells | power [uW] |
|---|---|---|---|
| floorplan | - | 57 | 109 |
| global placement | 0.157 | 133 | 112 |
| detailed placement | 0.157 | 133 | 112 |
| CTS | 0.167 | 137 | 236 |
| global route | 0.167 | 137 | 247 |
| finish | 0.167 | 137 | 234 |
## where the power goes
part	total, uW	switching (uW)	leakage (uW)	internal (uW)
Combinational	3.15	2.14	0.000210	1.01
Clock	123	41.6	0.0000228	81.6
Sequential	107	0	0.000116	107
Total	234	43.7	0.000349	190
## worst min-delay path by stage
| stage | from | to | slack (ns) | cells past startpoint |
|---|---|---|---|---|
| finish | ex_cnt_inst.cnt[7] | ex_cnt_inst.cnt[7] | 0.51 | 1 |
| global route | ex_cnt_inst.cnt[7] | ex_cnt_inst.cnt[7] | 0.55 | 1 |
| CTS | ex_cnt_inst.cnt[7] | ex_cnt_inst.cnt[7] | 0.52 | 1 |
## metal layers
layer | vias to the layer above | share of wire | track usage
li1 | 236 | - | -
met3 | 2 | 0.11 | 0.0149
met4 | 0 | 0.0067 | 0.00653
met2 | 17 | 0.39 | 0.0352
met5 | - | 0 | 0
met1 | 216 | 0.50 | 0.0433
## logic make-up (layout without fill, tap and decap cells)
| group | count (synthesis) | after routing | share of synthesized area |
|---|---|---|---|
| AOI/OAI and AO/OA | 14 | 14 | 0.173 |
| buffers and inverters | 2 | 15 | 0.0129 |
| DFF | 9 | 9 | 0.385 |
| adders and majority gates | 7 | 7 | 0.163 |
| xor gates and xnor gates | 5 | 5 | 0.0749 |
| muxes | 1 | 1 | 0.0171 |
| and+or+nand+nor | 19 | 19 | 0.173 |
## cell usage after synthesis, drive strengths merged
| library cell | count |
|---|---|
| dfrtp | 9 |
| ha | 6 |
| a21oi | 5 |
| nor2 | 5 |
| nand2 | 4 |
| xor2 | 4 |
| a21o | 2 |
| a31oi | 2 |
| inv | 2 |
| nand4 | 2 |
| nor3 | 2 |
| nor4 | 2 |
| a211oi | 1 |
| and2b | 1 |
| fa | 1 |
| mux2i | 1 |
| nand2b | 1 |
| nor2b | 1 |
| nor4bb | 1 |
| o211ai | 1 |
| o21a | 1 |
| o21ai | 1 |
| o21bai | 1 |
| xnor2 | 1 |
## cell type report
class | instances | area share
clock buffers | 4 | 0.0561
multi-input cells | 46 | 0.438
flip-flops and latches | 9 | 0.280
inverters | 2 | 0.00935
repair buffers | 9 | 0.112
well taps | 67 | 0.104
## state kept, by name, summed over array words and instances (netlist names)
signal,flops
ex_cnt_inst.cnt,8
ex_cnt_inst.ctrl_flag,1
Power figures rest on the tool's default switching activity, not on a simulated workload.
