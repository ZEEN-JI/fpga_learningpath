[config.mk]
export PLATFORM = sky130hd
export DESIGN_NAME = detect_fsm
export DESIGN_NICKNAME = detect_fsm
export VERILOG_FILES = /design/flow/design.v
export SDC_FILE = /design/flow/constraint.sdc
export NUM_CORES = 4
export LEC_CHECK = 1
export CORE_AREA = 10 10 88 88
export DIE_AREA = 0 0 98 98
[constraint.sdc]
current_design detect_fsm

set clk_period 5.1
set clk_io_pct 0.2

create_clock -name clk0 -period $clk_period [get_ports {sclk}]

set non_clock_inputs [all_inputs -no_clocks]
set_input_delay [expr $clk_period * $clk_io_pct] -clock clk0 $non_clock_inputs
set_output_delay [expr $clk_period * $clk_io_pct] -clock clk0 [all_outputs]
[design.v]
module detect_fsm(
	input wire [7:0] a,
	input wire [7:0] b,
	input wire [7:0] c,
	input wire rst_n, sclk,detect_on,
	output reg detect_end_flag
);
reg [2:0] state;
reg [3:0] detect_cnt;
reg detect_end;
parameter IDLE = 3'b001;
parameter DETECT = 3'b010;
parameter DETECT_OK = 3'b100;
always @(posedge sclk or negedge rst_n)
	if(rst_n == 1'b0)
		state<=IDLE;
	else begin
		case(state) 
			IDLE:		if(detect_on==1)
							state<=DETECT;
			DETECT: 	if(detect_cnt == 5)
							state <= DETECT_OK;
						else if (detect_end_flag == 1)
							state <= IDLE;
			DETECT_OK:  state<=DETECT;
			default:	state<=IDLE;
		endcase
	end
always @(posedge sclk or negedge rst_n)
	if(rst_n == 1'b0)
		detect_end_flag <= 0;
	else if(state == DETECT_OK)
		detect_end_flag <= 1;
always @(posedge sclk or negedge rst_n)
	if(rst_n == 1'b0)
		detect_cnt <= 0;
	else if((state==DETECT) && ((a+b+c) == 11))
		detect_cnt <= detect_cnt + 'b1;
	else if (state==DETECT_OK)
		detect_cnt <= 'b0;
endmodule
[run.sh]
#!/bin/bash
# OpenROAD 26Q1-2900-gdf79404cd8, Yosys 0.63+post, stock flow scripts
make -C /OpenROAD-flow-scripts/flow DESIGN_CONFIG=/design/flow/config.mk WORK_HOME=/design/flow/orfs finish
==> impl_metrics.toml <==
# implementation run metrics
[yosys]
syn_area_per_cell_um2 = 9.77
ys_ff = 8
ys_cells = 90
syn_inst = 90
post_synth_num_cell_types = 32
synthesis.area_um2 = 880
top_area_share_pct = 20.5
ys_chip_area_um2 = 880
top_cells_by_area = "fa_1, dfrtp_1, ha_1"
yosysWarnings = 1
largest_area_cell = "fa_1"
ys_seq_share_pct = 22.9

[place]
io_buffers = 27
gp_congestion = 0.786
dp_slack_ns = 1.01
dpl_cell_area_mm2 = 0.00124
place_hpwl_mm = 1.68

[finish]
fin_util_pct = 21.8
lay_top_count = "clkdlybuf4s50_1"
final_layout_size_suffix_gt1_share_pct = 8.26
fin_area_mm2 = 0.00129
area.growth.synth_to_final_pct = 46.5
final_cell_mix = "clkdlybuf4s50_1, inv_1, fa_1, ha_1"

[worst_setup_path]
endpoint_kind = "register"
path_max_fanout = 3
reg2reg_depth = 6
crit_slowest_cell = "fa_1"
worstSetupPathType = "in -> reg"
r2r_setup_slack_ns = 3.41
critical_path.max_stage_delay_ns = 0.48
cp_top_family = "adder cells"
worstPathCellList = "clkdlybuf4s50_1, inv_1, fa_1, inv_1, ha_1, inv_1, fa_1, nand4_1, a2111oi_0, o21ai_0, a21oi_1, a21oi_1, mux2_4"
crit_arrival_ns = 3.96
start_kind = "input port"
crit_top_cell = "inv_1"
required_ns = 5.21
path_buffers = 4
timing.rr.start = "state[2]"
r2r-end = "detect_cnt[0]"

[flow_run]
warning_count = 26
maxCapViolCount = 0

[routing]
ant_nets = 0
dr.pass1.iters = 4
drt_wl_total_mm = 1.90
vias = 737
vias_per_cell = 3.76
wl_per_cell_um = 9.71
drt_iter0_markers = 26
route.detailed.drc = 0
antenna_cells = 0

[final_timing]
slew_viol_final = 0
fin_worst_skew_ns = 0.00322
hold_slack_ns = 0.479
timing.final.crit_share_pct = 75.4
setup_viol = 0
finalHoldViolCount = 0
worst-slew-pin-transition_ns = 0.379
period_minus_slack_ns = 3.84
clock.fmax_mhz = 260
rsz0062_at_grt = "false"
slew_headroom_pct = 74.3
finalWorstSetupSlack_ns = 1.26
setup_tns_ns = 0

[cts]
cts_tree = "built"
clock_path_buffers = 2
htree_levels = 1
cts-resized-gates = 0
clk_pin_slew_ns = 0.04
hold_buffers = 0
insertion_delay_ns = 0.23
cts.sink_count = 8
root_buffer = "clkbuf_8"
cts_setup_buffers = 0
cts_buffers = 3

[grt]
grt_max_degree = 9
grt_first_pass_wirelength_mm = 3.15
track_usage_pct = 3.70
antenna_found_initial = 0
grt_overflow = 0
grt_pass1_vias = 717

[min_path]
worstHoldStart = "state[0]"
hp-class = "reg -> reg"
hold_depth = 2
min_to = "state[0]"

[power_and_ir_drop]
p_switching_mw = 0.0959
combPwrFrac_pct = 44.1
swShare_pct = 32.3
leakagePower_nw = 0.531
seqPwrFrac_pct = 29.3
ir_drop_v = 0.0000953
powerDensity_mw_per_mm2 = 230
clkPwrFrac_pct = 26.6
p_int_mw = 0.201

[outcome]
status = "finished clean"

[die]
die-width_um = 98
core_mm2 = 0.00592
dieHeight_um = 98
io_pins = 28
floorplan.core_util_pct = 14.9
num_rows = 28
die_area_mm2 = 0.00960
==> state kept, by name, indices dropped and copies added, names as in the netlist <==
name             cells
detect_cnt           4
state                3
detect_end_flag      1
==> how the worst max path moves through the flow <==
| stage | from | endpoint | slack, ns | depth (start not counted) |
|---|---|---|---|---|
| final | a[1] | detect_cnt[0] | 1.26 | 13 |
| after CTS | a[1] | detect_cnt[0] | 1.25 | 13 |
| after global routing | a[1] | detect_cnt[0] | 1.02 | 13 |
==> Yosys cell counts <==
library cell,n
ha_1,9
nand2b_1,2
dfstp_2,1
nor2b_1,2
nor3b_1,2
inv_1,11
nor3_1,3
xor2_1,1
a2111oi_0,2
nand4_1,1
and2_1,1
or3_1,2
o2bb2ai_1,1
o31ai_1,2
o21ai_0,7
fa_1,9
a21oi_1,4
o211ai_1,2
nor2b_4,1
a211oi_1,1
dfrtp_1,7
nand3b_1,2
a21o_1,1
nand3_1,3
and2_4,1
or2_2,2
mux2_4,1
nor2_1,4
o21ba_2,1
o21a_1,1
nor4b_1,1
nand2_1,2
==> power by group through the flow <==
stage / combinational, mW / sequential (mW) / clock, mW
6_report: 0.131 / 0.0870 / 0.0788
5_1_grt: 0.149 / 0.0892 / 0.0859
4_1_cts: 0.132 / 0.0873 / 0.0827
==> cells by family after synthesis <==
group,Yosys count,synth area share [%]
simple gates,29,20.1
compound gates,22,16.4
fa+ha+maj,18,33.3
buf+inv,11,4.69
flops,8,22.9
xor+xnor,1,0.996
mux,1,1.71
==> worst register-to-register path: cells and delay by family (launching register included) <==
| kind | cells | cell delay [ns] |
|---|---|---|
| multiplexers | 1 | 0.25 |
| AND/OR/NAND/NOR | 1 | 0.12 |
| flip-flops | 1 | 0.39 |
| AND-OR/OR-AND | 4 | 0.81 |
==> metal layers <==
metal  global-route usage (%)  vias to the layer above  share of wire (%)
met5                        0                        -                  0
met4                     1.01                        0                2.6
met3                    0.996                        4                7.4
met2                     4.82                       22                 36
met1                     5.76                      328                 54
li1                         -                      383                  -
==> final cells by class <==
class                      count  area, um^2
clock buffer                   4        45.0
fill                         635        4630
inverter                      11        41.3
multi-input combinational     71         637
sequential                     8         201
tap                           75        93.8
timing repair buffer          27         270
==> metrics by stage <==
| stage | cells | power [mW] |
|---|---|---|
| 3_3_place_gp | 192 | 0.220 |
| 5_1_grt | 196 | 0.324 |
| 2_1_floorplan | 90 | 0.173 |
| 3_5_place_dp | 192 | 0.219 |
| 4_1_cts | 196 | 0.302 |
| 6_report | 196 | 0.297 |
Power and IR drop assume default switching activity.
